### design/flow/run.sh
#!/bin/bash
# OpenROAD 26Q1-2900-gdf79404cd8, Yosys 0.63+post, stock flow scripts
make -C /OpenROAD-flow-scripts/flow DESIGN_CONFIG=/design/flow/config.mk WORK_HOME=/design/flow/orfs finish
### design/flow/config.mk
export PLATFORM = sky130hd
export DESIGN_NAME = ShiftReg
export DESIGN_NICKNAME = ShiftReg
export VERILOG_FILES = /design/flow/design.v
export SDC_FILE = /design/flow/constraint.sdc
export NUM_CORES = 4
export LEC_CHECK = 1
export CORE_AREA = 10 10 70 70
export DIE_AREA = 0 0 80 80
### design/flow/constraint.sdc
current_design ShiftReg

set clk_period 1.0
set clk_io_pct 0.2

create_clock -name clk0 -period $clk_period [get_ports {Clk}]

set non_clock_inputs [all_inputs -no_clocks]
set_input_delay [expr $clk_period * $clk_io_pct] -clock clk0 $non_clock_inputs
set_output_delay [expr $clk_period * $clk_io_pct] -clock clk0 [all_outputs]
### design/flow/design.v
`timescale 1ns/1ps
module ShiftReg #(
  parameter N=4,       
  parameter M=4        
)(
  input  bit           Clk, Clr,
  input  logic [N-1:0] SI,
  output logic [N-1:0] SO
);
  logic [M-1:0][N-1:0] temp;
  always @(posedge Clk) begin
    if (Clr) 
      temp = '0;
    else begin
      temp <<= N;
      temp[0] = SI;
    end
  end
  assign SO = temp[M-1];
endmodule
==> results.json <==
{
  "layout-drive-gt1-share_pct": 53.2,
  "worstPathArrival_ns": 0.75,
  "p_switching_mw": 0.198,
  "critical_path.top_delay_family": "flip-flops",
  "die_y_um": 80,
  "p_int_mw": 0.922,
  "clkPwrFrac_pct": 35.6,
  "p_sw_share_pct": 17.7,
  "drt-total-wl_um": 593,
  "top_layer_used": "met3",
  "drc": 0,
  "outcome": "finished clean",
  "hold_viol": 0,
  "place.gp.congestion": 0.649,
  "syn_avg_cell_area_um2": 13.4,
  "ios": 10,
  "cpPeakStageDelay_ns": 0.31,
  "hp-start": "temp[10]",
  "syn-instance-count": 37,
  "cts-htree-levels": 1,
  "largest_reg_flops": 16,
  "wl_met2_um": 182,
  "total_power_mw": 1.12,
  "clock_latency_ns": 0.27,
  "setup_viol": 0,
  "rsz0062_at_grt": "no",
  "numCtsBuffers": 3,
  "num_vias": 235,
  "worstMarginPinSlew_ns": 0.255,
  "core_area_um2": 3420,
  "grt_antenna_before_repair": 0,
  "lay_top_cells": "dfxtp_1, nor2b_2, and2b_2",
  "detail_route.first_pass.iterations": 1,
  "die_area_um2": 6400,
  "ir_worst_vdd_uv": 797,
  "cap_violations": 0,
  "ys_cells": 37,
  "critical_path_class": "flip-flop to output pin",
  "fin_worst_skew_ns": 0.000271,
  "wl_per_cell_um": 6.38,
  "rows": 21,
  "finalCriticalPeriod_ns": 0.947,
  "synth_cell_types": 6,
  "die_w_um": 80,
  "hold_end": "temp[14]",
  "fp_util_pct": 14.5,
  "ant_nets": 0,
  "wl_met3_um": 95,
  "crit_start": "temp[12]",
  "maxSlewViolCount": 0,
  "crit-reg2reg-launch": "temp[9]",
  "grt_pass1_vias": 246,
  "combPwrFrac_pct": 5.3,
  "cts_buffer_depth": 2,
  "viasPerCell": 2.53,
  "ys.warnings.count": 1,
  "postSynthSeqShare_pct": 64.8,
  "ys.flops": 16,
  "wl_met1_um": 316,
  "worst_r2r_endpoint": "temp[13]",
  "end_kind": "output pin",
  "critPathMaxFanout": 1,
  "grt_pass1_wl_um": 986,
  "stdcell_area_um2": 641,
  "syn_area_um2": 494,
  "final_cells": 93,
  "overflow": 0,
  "port_buffers": 9,
  "tns_ns": 0,
  "openroad.warnings": 25,
  "cp_cell_sequence": "clkdlybuf4s15_1",
  "r2r_slack_ns": 0.43,
  "pwr-share-seq_pct": 59.1,
  "final_util_pct": 18.8,
  "finalCritPeriodShare_pct": 94.7,
  "post-dp-hpwl_um": 478,
  "holdPathStages": 1,
  "cts_setup_buffers": 0,
  "area_growth_pct": 29.6,
  "critPathLaunchType": "flip-flop",
  "slew_headroom_pct": 83.0,
  "clk_transition_reported_paths_ns": 0.08,
  "p_per_area_nw_per_um2": 1750,
  "grt_max_degree": 10,
  "ys_area_um2": 494,
  "cp.depth": 1,
  "drt_iter0_markers": 0,
  "lay_top_count": "dfxtp_1",
  "crit_required_ns": 0.80,
  "hold_path_class": "flip-flop to flip-flop",
  "grt.total_usage_pct": 1.99,
  "placed_cells": 89,
  "clock.fmax_ghz": 1.06,
  "root_buffer": "clkbuf_4",
  "placed_area_um2": 616,
  "leakagePower_nw": 0.258,
  "crit_buf_inv": 1,
  "antenna_cells": 0,
  "cts_sinks": 16,
  "cts_tree": "yes",
  "r2r_cells": 1,
  "cts_hold_buffers": 0,
  "cp_slowest_cell": "dfxtp_1"
}
## worst max-delay path by stage
stage                    to
final                 SO[0]
after CTS             SO[3]
after global routing  SO[0]
## cell usage after synthesis, drive strengths merged
cell type	number	area share, %
dfxtp	16	65
nor2b	10	16
and2b	6	11
buf	5	8.4
## power groups by stage
stage | clock (mW) | combinational (mW) | sequential [mW]
after CTS | 0.416 | 0.0614 | 0.663
after global routing | 0.446 | 0.0651 | 0.666
final | 0.399 | 0.0591 | 0.662
## timing repair
action | 4_1_cts | 5_1_grt
resized | 9 | 5
pin swaps | 0 | 0
setup endpoints to repair | 4 | 3
## through the flow
step	hold WS, ns	setup slack (ns)
floorplan	0.342	0.420
global placement	0.418	-0.167
detailed placement	0.423	-0.193
CTS	0.444	0.00891
global route	0.455	0.00877
finish	0.440	0.0526
## layer usage
layer	global-route usage (%)	up-vias
met3	2.16	0
met2	1.85	12
met4	0.176	0
met1	2.86	95
met5	0	-
li1	-	128
## layout make-up
class,count,area [um2]
clock buffers,4,36.3
well taps,46,57.6
multi-input cells,16,133
flip-flops and latches,16,324
fillers,387,2780
repair buffers,11,90.1
## cell families after synthesis
kind of cell	Yosys count	synth area share, %
buf+inv	5	8.35
flops	16	64.8
simple gates	16	26.8
No activity file was given, so power comes from the tool's default toggle rates.
