==> /design/flow/design.v <==
`timescale 1ns/1ps
module nBitThermMinMax #(
  parameter N=4
)(
  input   bit   clk, rst,
  input   bit   [N-1:0] a,
  input   bit   [N-1:0] b,
  output  logic [N-1:0] min,
  output  logic [N-1:0] max
);
  always @(posedge clk or posedge rst) begin
    if (rst) begin
      min <= '0;
      max <= '0;
    end
    else begin
      min <= (a & b);
      max <= (a | b);
    end
  end
endmodule
==> /design/flow/run.sh <==
#!/bin/bash
# OpenROAD 26Q1-2900-gdf79404cd8, Yosys 0.63+post, stock flow scripts
make -C /OpenROAD-flow-scripts/flow DESIGN_CONFIG=/design/flow/config.mk WORK_HOME=/design/flow/orfs finish
==> /design/flow/config.mk <==
export PLATFORM = sky130hd
export DESIGN_NAME = nBitThermMinMax
export DESIGN_NICKNAME = nBitThermMinMax
export VERILOG_FILES = /design/flow/design.v
export SDC_FILE = /design/flow/constraint.sdc
export NUM_CORES = 4
export LEC_CHECK = 1
export CORE_AREA = 10 10 70 70
export DIE_AREA = 0 0 80 80
==> /design/flow/constraint.sdc <==
current_design nBitThermMinMax

set clk_period 1.0
set clk_io_pct 0.2

create_clock -name clk0 -period $clk_period [get_ports {clk}]

set non_clock_inputs [all_inputs -no_clocks]
set_input_delay [expr $clk_period * $clk_io_pct] -clock clk0 $non_clock_inputs
set_output_delay [expr $clk_period * $clk_io_pct] -clock clk0 [all_outputs]
==> impl_table.tex <==
% Implementation results table
\begin{tabular}{lr}
\hline
Metric & Value \\
\hline
\multicolumn{2}{l}{\textbf{STA}} \\
Relative slew slack & about 80\% \\
Slew @ Worst Pin & a little over 0.3 ns \\
Achievable clock frequency & about 1100 MHz \\
Total negative slack & 0 ns \\
Setup repair after global routing missed its margin & no \\
Final number of max-transition violations & 0 \\
Worst Setup Slack, final & roughly 0.11 ns \\
Final setup violating endpoints & 0 \\
Post-layout period usage & between 80 and 90\% \\
Hold Fails Final Rpt & 0 \\
Fin crit period & around 0.9 ns \\
\multicolumn{2}{l}{\textbf{Clock network}} \\
TritonCTS buffer count & 3 \\
Count of hold-fix buffers inserted at cts & 0 \\
CTS Sinks & 8 \\
Root buffer cell & sky130\_fd\_sc\_hd\_\_clkbuf\_4 \\
TritonCTS clock tree & built \\
Clock transition at path regs & 0.05 ns \\
Maximum number of buffers from clock root to sink & 2 \\
H-tree level count & 1 \\
\multicolumn{2}{l}{\textbf{Floorplan}} \\
IO Count & 18 \\
Vert. Die Dim & 80 um \\
Core region area & 3420 um2 \\
Site row count & 21 \\
Pre-Place Util & about 7.6\% \\
Total die size & roughly 6400 um2 \\
Horiz. Die Dim & 80 um \\
\multicolumn{2}{l}{\textbf{Route}} \\
Post-route DRC violation count & 0 \\
DR pass1 iterations & 2 \\
Number of antenna repair diodes & 0 \\
Number of vias in the routed layout & between 150 and 200 \\
First-iteration detailed-routing DRC count & 1 \\
Wire length per cell & 7.94 um \\
Per-cell via count in the routed design & 2.24 \\
Drt total wl & 659 um \\
Detail Route Antenna Nets & 0 \\
\multicolumn{2}{l}{\textbf{Flow run}} \\
Number of OpenROAD warnings & 25 \\
Max\_cap viols & 0 \\
\multicolumn{2}{l}{\textbf{Synthesis}} \\
Number of synthesis warnings & 1 \\
Register bit count reported by yosys & 8 \\
Yosys stat cell total & 17 \\
YS chip area & $\sim$260 um2 \\
Avg Synthesized Cell Area & between 15 and 20 um2 \\
Library cell with the largest summed area after synthesis & sky130\_fd\_sc\_hd\_\_dfrtp\_1 \\
Distinct lib cells & 4 \\
Sequential area share after synthesis & $\sim$77\% \\
Biggest area cells & sky130\_fd\_sc\_hd\_\_dfrtp\_1 77\%, sky130\_fd\_sc\_hd\_\_and2\_2 12\%, sky130\_fd\_sc\_hd\_\_or2\_1 9.7\% \\
Area share of the largest cell type after synthesis & $\sim$77\% \\
Gate Count Post-Synth & 17 \\
Area of the mapped netlist & 259 um2 \\
\multicolumn{2}{l}{\textbf{GRT}} \\
Largest net degree at the start of global routing & 9 \\
Combined global-route utilization of all metal layers & 1.96\% \\
Antenna violations before repair & 0 \\
First-pass GRT wire length & just under 1000 um \\
Total global routing overflow & 0 \\
Vias in the first global route & 192 \\
\multicolumn{2}{l}{\textbf{Setup path}} \\
Worst Path Class, Setup & reg -> out \\
Startpoint kind of the worst setup timing path & flip-flop \\
Timing startpoint of the critical path & max[2] \\
Slowest cell on the critical path & sky130\_fd\_sc\_hd\_\_dfrtp\_1 \\
Cell family with the largest share of critical-path delay & flip-flops \\
WP buf/inv & 1 \\
Highest net fanout along the worst path & 1 \\
Last element of the critical path & max[2] \\
Critical path endpoint category & output pin \\
Required time worst endpoint & 0.80 ns \\
Crit path cell chain & clkbuf\_2 \\
Crit path DAT & a little under 0.7 ns \\
Max incr delay on CP & $\sim$0.36 ns \\
Crit path depth & 1 \\
\multicolumn{2}{l}{\textbf{Final layout}} \\
Share of layout cells above drive strength 1 & between 40\% and 50\% \\
Fill cell instance count of the final layout & approximately 390 \\
Post-Layout Cell Count & 83 \\
Most common logic cells in the final layout & 9 x sky130\_fd\_sc\_hd\_\_clkdlybuf4s50\_1, 8 x sky130\_fd\_sc\_hd\_\_dfrtp\_1, 8 x sky130\_fd\_sc\_hd\_\_clkbuf\_2, 4 x sky130\_fd\_sc\_hd\_\_or2\_1, 4 x sky130\_fd\_sc\_hd\_\_and2\_2 \\
Layout overhead on the synthesized area & 81.2\% \\
Commonest Layout Cell & sky130\_fd\_sc\_hd\_\_clkdlybuf4s50\_1 \\
\multicolumn{2}{l}{\textbf{Power}} \\
Total internal power & 0.000527 W \\
Total power after layout & 0.000642 W \\
Fraction of power spent switching nets & roughly 18\% \\
Worst voltage drop across the vdd grid & roughly 0.17 mV \\
Power Density & between 1000 and 1500 nW/um2 \\
Net load switching power & $\sim$0.00011 W \\
Static leakage power & 0.201 nW \\
Share of power burned in the clock network & between 30\% and 40\% \\
Combinational power share & between 10\% and 20\% \\
Share of power burned in registers & 53.7\% \\
\multicolumn{2}{l}{\textbf{Placement}} \\
Placer congestion estimate & between 0.6 and 0.7 \\
\# placed instances & around 80 \\
Number of port buffers & 17 \\
Post-place setup slack & 0.0140 ns \\
\multicolumn{2}{l}{\textbf{Run status}} \\
Outcome & completed \\
\multicolumn{2}{l}{\textbf{Worst hold path}} \\
Classification of the worst-slack hold path & in -> async \\
\hline
\end{tabular}
## power by group through the flow
| stage | logic [W] | clock network (W) | registers, W |
|---|---|---|---|
| 6_report | 0.0000687 | 0.000229 | 0.000345 |
| 4_1_cts | 0.0000802 | 0.000246 | 0.000345 |
| 5_1_grt | 0.0000779 | 0.000261 | 0.000346 |
## worst min-delay path by stage
| stage | cells after the start | end | start |
|---|---|---|---|
| global route | 2 | max[3] | rst |
| finish | 2 | max[2] | rst |
| CTS | 2 | max[3] | rst |
## per-stage QoR
stage	cell area [um2]	utilization, %	hold slack (ns)
after floorplan	259	-	0.0157
after global placement	487	14.2	0.469
after detailed placement	487	14.2	0.474
after CTS	509	14.9	0.215
after global routing	469	13.7	0.236
final	469	13.7	0.210
## kinds of logic after synthesis
kind of cell / synth area share, %
buf+inv: 1.45
flops: 77.3
simple gates: 21.3
## synth_stat cells
cell and instances:
sky130_fd_sc_hd__and2_2 4, sky130_fd_sc_hd__or2_1 4, sky130_fd_sc_hd__inv_1 1, sky130_fd_sc_hd__dfrtp_1 8
## layout make-up
cell class | instances | area [um2] | share of cell area, %
repair buffers | 17 | 130 | 27.7
well taps | 46 | 57.6 | 12.3
multi-input cells | 8 | 55.1 | 11.7
clock buffers | 3 | 22.5 | 4.80
flip-flops and latches | 8 | 200 | 42.7
inverters | 1 | 3.75 | 0.800
## layer usage
layer	GRT usage, %	share of wire, %	vias to the layer above
met4	1.23	4.7	0
li1	-	-	91
met3	0.568	5.0	2
met2	3.21	51	9
met1	2.17	39	84
met5	0	0	-
## sequential cells by signal (all words and copies together), names as in the netlist
signal	cells
min	4
max	4
## timing repair
item,CTS,global route
endpoints found under the hold margin,0,0
endpoints found under the setup margin,8,8
setup buffers,0,0
cloned,0,0
resized,16,8
No activity file was given, so power comes from the tool's default toggle rates.
